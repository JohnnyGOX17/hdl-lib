--- ./run.sh ---
#!/bin/bash
# OpenROAD 26Q1-2900-gdf79404cd8, Yosys 0.63+post, stock flow scripts
make -C /OpenROAD-flow-scripts/flow DESIGN_CONFIG=/design/flow/config.mk WORK_HOME=/design/flow/orfs finish
--- ./config.mk ---
export PLATFORM = sky130hd
export DESIGN_NAME = AXIS_reg_slice
export DESIGN_NICKNAME = AXIS_reg_slice
export VERILOG_FILES = /design/flow/design.v
export SDC_FILE = /design/flow/constraint.sdc
export NUM_CORES = 4
export LEC_CHECK = 1
export CORE_UTILIZATION = 50
--- ./constraint.sdc ---
current_design AXIS_reg_slice

set clk_period 3.5
set clk_io_pct 0.2

create_clock -name clk0 -period $clk_period [get_ports {clk}]

set non_clock_inputs [all_inputs -no_clocks]
set_input_delay [expr $clk_period * $clk_io_pct] -clock clk0 $non_clock_inputs
set_output_delay [expr $clk_period * $clk_io_pct] -clock clk0 [all_outputs]
--- ./design.v ---
module AXIS_reg_slice
#(
  parameter DATA_WIDTH = 32
)
(
  input  wire  clk,
  input  wire  reset,
  input  wire                    s_axis_tvalid,
  input  wire [DATA_WIDTH - 1:0] s_axis_tdata,
  output wire                    s_axis_tready,
  output wire                    m_axis_tvalid,
  output wire [DATA_WIDTH - 1:0] m_axis_tdata,
  input  wire                    m_axis_tready
);
  localparam [1:0]  
    IDLE_STATE     = 2'b00,
    INPUT_VALID    = 2'b01,
    WAIT_FOR_SLAVE = 2'b10;
  reg fsm_state = IDLE_STATE;
  reg [DATA_WIDTH - 1:0] s_axis_tdata_reg0, s_axis_tdata_reg1;
  reg s_axis_tdata_reg_sel;  
  assign s_axis_tready = (fsm_state != WAIT_FOR_SLAVE);
  assign m_axis_tvalid = (fsm_state == INPUT_VALID) || (fsm_state == WAIT_FOR_SLAVE);
  assign m_axis_tdata  = (s_axis_tdata_reg_sel) ? s_axis_tdata_reg0 : s_axis_tdata_reg1;
  always @(posedge clk) begin
    if (reset) begin
      s_axis_tdata_reg0    <= {DATA_WIDTH{1'b0}};  
      s_axis_tdata_reg1    <= {DATA_WIDTH{1'b0}};  
      s_axis_tdata_reg_sel <= 1'b0;
      fsm_state            <= IDLE_STATE;
    end else begin
      case(fsm_state)
        IDLE_STATE: begin  
          if (s_axis_tvalid) begin  
            if (s_axis_tdata_reg_sel) begin
              s_axis_tdata_reg1 <= s_axis_tdata;
            end else begin
              s_axis_tdata_reg0 <= s_axis_tdata;
            end
            s_axis_tdata_reg_sel <= ~s_axis_tdata_reg_sel;
            fsm_state <= INPUT_VALID;
          end
        end
        INPUT_VALID: begin  
          if (m_axis_tready && ~s_axis_tvalid) begin
            fsm_state <= IDLE_STATE;
          end else if (~m_axis_tready && s_axis_tvalid) begin
            fsm_state <= WAIT_FOR_SLAVE;
          end else if (m_axis_tready && s_axis_tvalid) begin
            s_axis_tdata_reg_sel <= ~s_axis_tdata_reg_sel;
          end
          if (s_axis_tvalid) begin
            if (s_axis_tdata_reg_sel) begin
              s_axis_tdata_reg1 <= s_axis_tdata;
            end else begin
              s_axis_tdata_reg0 <= s_axis_tdata;
            end
          end
        end
        WAIT_FOR_SLAVE: begin  
          if (m_axis_tready) begin
            s_axis_tdata_reg_sel <= ~s_axis_tdata_reg_sel;
            fsm_state            <= INPUT_VALID;
          end
        end
        default: fsm_state <= IDLE_STATE;
      endcase
    end
  end
endmodule
==> impl_metrics.tcl <==
# implementation run metrics
set metrics [dict create \
    ys_cells 333 \
    wl_per_cell_um 13.1 \
    root_buffer "clkbuf_8" \
    grtUsageTotal 0.215 \
    worst_ir_drop_vdd_uv 374 \
    seqPwrFrac 0.493 \
    fp.dieH_um 78.4 \
    numCtsBuffers 9 \
    grt_max_degree 33 \
    ys.flop_type "dfxtp_1" \
    drive_gt1_frac 0.246 \
    worst_slew_pin_slew_ns 0.586 \
    netSwitchingFraction 0.247 \
    hold_buffers 0 \
    mux_area_frac 0.124 \
    slew-limit-headroom 0.608 \
    first_global_vias 2124 \
    ys_seq_share 0.453 \
    power.share.combinational 0.156 \
    post_cts_buffers 0 \
    die_x_um 78.4 \
    grt_pass1_wl_mm 10.1 \
    synth_area_per_cell_um2 8.76 \
    finalSetupViolCount 0 \
    period_used_share 0.756 \
    ys_async_sr_fraction 0 \
    antenna_found_initial 0 \
    critPathRequiredTime_ns 2.80 \
    ant_nets 0 \
    pwr-share-clk 0.350 \
    ys_top_logic_family "simple AND/OR/NAND/NOR gates" \
    drv_cap 0 \
    netlist_area_mm2 0.00292 \
    p_leak_nw 1.37 \
    place_inst 454 \
    synth-edff-count 0 \
    row_count 27 \
    end_kind "output pin" \
    status "finished clean" \
    dpl-instance-area_mm2 0.00356 \
    numSynthFlops 66 \
    grt_setup_unrepaired "false" \
    yosysChipArea_mm2 0.00292 \
    cp-start-kind "flip-flop" \
    yosys.cell_types.count 21 \
    htree_levels 3 \
    syn_to_final_growth_pct 28.4 \
    grt_overflow 0 \
    top_area_cell "dfxtp_1" \
    viasPerCell 4.95 \
    layout_min_cycle_time_ns 2.65 \
    insertedDiodeCount 0 \
    arrival_ns 1.95 \
    ioPinCount 70 \
    simple_gate_share 0.194 \
    cp_max_fo 16 \
    totalNegativeSetupSlack_ns 0 \
    cts.sinks 66 \
    core_area_mm2 0.00557 \
    ctsResizeCount 0 \
    fin_area_mm2 0.00375 \
    ys_sh_adder 0.0129 \
    place.gp.congestion 0.760 \
    slew_viol_final 0 \
    drt-initial-drc-count 86 \
    worst_hold_slack_ns 0.454 \
    cellPowerDensity_mw_per_mm2 443 \
    wl_mm 6.15 \
    fillers 500 \
    vias 2327 \
    clockBufferDepth 2 \
    most_common_cell "nand2_1" \
    stdcell_count 470 \
    fmax_ghz 0.378 \
    insertion_delay_ns 0.33 \
    clock-skew-final_ns 0.00403 \
    hold_viol_final 0 \
    postSynthCellCount 333 \
    path_clk_slew_ns 0.07 \
    crit_type "reg -> out" \
    finalPower_mw 1.66 \
    fp_util 0.523 \
    chip_area_mm2 0.00614 \
    top_cell_area_share 0.453 \
    top_cells_by_count "119 x nand2_1, 66 x dfxtp_1, 35 x a21oi_1, 32 x mux2_2, 30 x a21oi_2" \
    dpl.hpwl_mm 3.91 \
    port_buffers 68 \
    hold_path_class "reg -> reg" \
    cts_tree "yes" \
    area_leaders "dfxtp_1 45%, nand2_1 15%, mux2_2 12%, a21oi_2 9.0%, a21oi_1 6.0%" \
    drt-pass1-iter-count 4 \
    internal_power_mw 1.25 \
    xor_share 0 \
    ys_sh_aoi 0.153 \
    tool_warnings 28 \
    drcViolationCount 0 \
    p_sw_mw 0.411 \
    ys_warn_count 1 \
    reg2reg_slack_ns 1.60 \
]
-- metal layers --
metal / vias up / global-route usage / share of wire
li1: 1202 / - / -
met1: 1069 / 0.325 / 0.48
met2: 51 / 0.338 / 0.47
met3: 5 / 0.0496 / 0.047
met4: 0 / 0.0185 / 0.0088
met5: - / 0 / 0
-- cell type report --
class / instances / area (µm²) / area share
clock buffer: 14 / 173 / 0.0461
timing repair buffer: 75 / 728 / 0.194
clock inverter: 2 / 10.0 / 0.00267
inverter: 2 / 7.51 / 0.00200
tap: 72 / 90.1 / 0.0240
sequential: 66 / 1320 / 0.353
multi-input combinational: 239 / 1420 / 0.378
-- registers in the layout, summed over array words and instances, names as in the netlist --
name and cells:
s_axis_tdata_reg_sel 1, s_axis_tdata_reg0 32, s_axis_tdata_reg1 32, fsm_state 1
-- logic make-up (layout without fill, tap and decap cells) --
| group | after synthesis | in the layout |
|---|---|---|
| AND/OR/NAND/NOR | 137 | 137 |
| AND-OR/OR-AND | 66 | 66 |
| flip-flops | 66 | 66 |
| multiplexers | 32 | 32 |
| buffers and inverters | 28 | 93 |
| adder cells (fa/ha/maj) | 3 | 3 |
| other | 1 | 1 |
-- power groups by stage --
stage / Clock (mW) / Combinational (mW) / Sequential, mW
4_1_cts: 0.596 / 0.263 / 0.819
5_1_grt: 0.637 / 0.285 / 0.824
6_report: 0.582 / 0.259 / 0.819
-- worst max-delay path, stage by stage, from the launching register on --
cell and delay [ns]:
dfxtp_2 0.57, buf_4 0.29, mux2_2 0.35, clkdlybuf4s50_1 0.40
-- cell usage in the layout, fill, tap and decap left out, types with 2 or more instances in the layout --
cell and n:
ha_1 3, mux2_2 32, clkinv_2 2, dfxtp_1 65, clkbuf_8 12, buf_4 7, nand2_2 10, inv_1 2
a21oi_2 30, clkdlybuf4s50_1 67, nand2_1 119, nor3_1 2, a21oi_1 35, clkbuf_1 2
-- worst paths after layout --
kind | startpoint | end | depth (start not counted)
max | s_axis_tdata_reg_sel$_SDFFE_PP0P_ | m_axis_tdata[22] | 3
min | s_axis_tdata_reg0[30]$_SDFFE_PP0P_ | s_axis_tdata_reg0[30]$_SDFFE_PP0P_ | 2
max reg2reg | s_axis_tdata_reg_sel$_SDFFE_PP0P_ | s_axis_tdata_reg1[9]$_SDFFE_PP0P_ | 5
min reg2reg | s_axis_tdata_reg0[30]$_SDFFE_PP0P_ | s_axis_tdata_reg0[30]$_SDFFE_PP0P_ | 2
-- stage by stage --
stage               setup slack [ns]  utilization
floorplan                       1.83            -
global placement                1.14        0.639
detailed placement              1.10        0.639
CTS                            0.818        0.672
global route                   0.743        0.672
finish                         0.855        0.672
Power is estimated from default activity; no workload was simulated.
